### ./design.v
module led1_module
(
    CLK, RSTn, LED_Out
);
    input CLK;
    input RSTn;
    output LED_Out;
    parameter T100MS = 23'd5_000_000; 
    reg [22:0]Count1;
    always @ ( posedge CLK or negedge RSTn )
	    if( !RSTn )	
	        Count1 <= 23'd0;
	    else if( Count1 == T100MS )
	        Count1 <= 23'd0;
	    else
	        Count1 <= Count1 + 1'b1;
	reg rLED_Out;
	always @ ( posedge CLK or negedge RSTn )
        if( !RSTn ) 
            rLED_Out <= 1'b0;
        else if( Count1 >= 23'd1_250_000 && Count1 < 23'd2_500_000 ) 
            rLED_Out <= 1'b1;
        else 
            rLED_Out <= 1'b0;
     assign LED_Out = rLED_Out;
endmodule
### ./run.sh
#!/bin/bash
# OpenROAD 26Q1-2900-gdf79404cd8, Yosys 0.63+post, stock flow scripts
make -C /OpenROAD-flow-scripts/flow DESIGN_CONFIG=/design/flow/config.mk WORK_HOME=/design/flow/orfs finish
### ./config.mk
export PLATFORM = sky130hd
export DESIGN_NAME = led1_module
export DESIGN_NICKNAME = led1_module
export VERILOG_FILES = /design/flow/design.v
export SDC_FILE = /design/flow/constraint.sdc
export NUM_CORES = 4
export LEC_CHECK = 1
export CORE_AREA = 10 10 101 101
export DIE_AREA = 0 0 111 111
### ./constraint.sdc
current_design led1_module

set clk_period 4.0
set clk_io_pct 0.2

create_clock -name clk0 -period $clk_period [get_ports {CLK}]

set non_clock_inputs [all_inputs -no_clocks]
set_input_delay [expr $clk_period * $clk_io_pct] -clock clk0 $non_clock_inputs
set_output_delay [expr $clk_period * $clk_io_pct] -clock clk0 [all_outputs]
==> impl_metrics.yaml <==
# flow metrics
pwr:
  combPwrFrac_pct: 1.6
  vdd_ir_drop_max_mv: 0.0980
  power.total_uw: 390
  leakage_uw: 0.000527
  clock_power_share_pct: 36.3
  seq_power_share_pct: 62.1
  power.density_mw_per_mm2: 265
  total_switching_power_uw: 78.9
  intPower_uw: 311
  switching_share_pct: 20.2
die:
  placeableCoreArea_mm2: 0.00813
  die_width_um: 111
  floorplan.io_pins: 3
  floorplan.die.height_um: 111
  std_cell_rows: 33
  initCoreUtil_pct: 15.8
  chip_area_mm2: 0.0123
sta:
  post-route-period-util_pct: 46.3
  least_margin_pin_slew_ns: 0.748
  rsz0062_at_grt: "no"
  setup_viol: 0
  setup_total_negative_slack_ns: 0
  final_critical_path_setup_slack_ns: 2.15
  report.final.hold_viol_count: 0
  min_period_ns: 1.85
  maximum_operating_frequency_mhz: 540
  timing.slew.headroom_pct: 49.7
  timing.final.max_slew_violations: 0
  timing.clock.skew_ns: 0.00570
placement:
  io_buffers: 2
  globalplace.congestion: 0.887
  placed_cells: 234
  hpwl_um: 1850
  placement.setup.worst_slack_ns: 2.21
detailed_routing:
  detailroute.via_count: 976
  drt_iter0_markers: 53
  drt_pass1_iterations: 4
  remaining_drc_errors: 0
  antenna_cells_inserted: 0
  postRouteWirelength_um: 2560
  tally_of_nets_with_antenna_violations_remaining_after_routing: 0
  detail_route.vias_per_cell: 4.12
  routed_wire_length_per_instance_um: 10.8
grt:
  grt-ovfl-total: 0
  globalRouteTotalUtil_pct: 4.32
  grt_antenna_before_repair: 0
  grt_start_max_net_pins: 25
  wire_length_of_the_first_global_routing_pass_um: 4640
  first_global_vias: 942
clock_network:
  cts_made_buffers: 3
  clock_tree_from_tritoncts: "yes"
  clock_transition_at_the_registers_of_the_reported_paths_ns: 0.08
  clock_latency_ns: 0.26
  clk_root_buffer_cell: "sky130_fd_sc_hd__clkbuf_8"
  cts.hold.buffers_added: 0
  cts-resized-gates: 0
  ctsHtreeMaxLevel: 1
  cts_max_path_buffers: 2
  cts.repair_timing.setup_buffer_count: 0
  cts_num_sinks: 24
yosys:
  yosys.stat.seqShare_pct: 46.6
  yosys_warnings: 1
  synthesis.area_mm2: 0.00129
  post_synthesis_cell_count_from_yosys: 130
  post_synth_cell_types: 37
  ys_area_mm2: 0.00129
  postSynthCellCount: 130
  ys.flops: 24
  post_synth.cell_area_avg_um2: 9.90
finish:
  flop_area_um2: 601
  layout-area-overhead-vs-synth_pct: 14.3
  final_cells: 237
  layout-drive-gt1-share_pct: 8.33
  logic_area_um2: 648
  utilization_pct: 18.1
  fill_cells: 885
run_status:
  run_status: "finished clean"
flow_run:
  max-cap-violations: 0
  warning_count: 26
worst_setup_path:
  critPathLaunchType: "register"
  worstPathRequired_ns: 3.20
  worst_path_largest_cell_delay_ns: 0.46
  critical_path_buf_inv_count: 1
  crit_path_end_kind: "output pin"
  timing.reg2reg.worst_path_depth: 4
  crit_path_max_fanout: 1
  critical_path.slowest_cell: "sky130_fd_sc_hd__clkdlybuf4s50_1"
  timing_worst_setup_path_type: "reg2out"
  cp_num_cells: 1
  worst-endpoint-arrival_ns: 1.05
  cell_family_contributing_the_most_delay_on_the_critical_path: "buffers and inverters"
  cell_chain_critical_path: "clkdlybuf4s50_1"
min_path:
  hold-path-cell-count: 1
  hold_path.class: "reg2reg"
placed cells by master (no fill, tap or decap), drive strengths merged, types with 3 or more instances in the layout:
cell type,count
a21oi,4
clkbuf,3
dfrtp,24
inv,6
nand2,11
nand3,11
nand4,5
nor2,11
nor3,3
nor4,4
xnor2,16
final cells by class:
class	instances	share of cell area, %
Inverter	6	1.53
Tap cell	105	8.93
Timing Repair Buffer	3	1.87
Multi-Input combinational cell	96	44.0
Clock buffer	3	2.81
Sequential cell	24	40.8
per-stage QoR:
step / instance area, um^2 / hold WS, ns
floorplan: 1290 / 0.444
detailed placement: 1430 / 0.504
global placement: 1430 / 0.493
finish: 1470 / 0.513
global route: 1470 / 0.560
CTS: 1470 / 0.516
metal layers:
| metal | vias to the layer above | global-route usage, % | routed length, um | share of wire (%) |
|---|---|---|---|---|
| met2 | 15 | 6.53 | 1130 | 44 |
| met5 | - | 0 | 0 | 0 |
| met3 | 2 | 1.26 | 127 | 5.0 |
| li1 | 476 | - | - | - |
| met4 | 0 | 0.347 | 12 | 0.47 |
| met1 | 483 | 6.17 | 1280 | 50 |
Yosys cell counts:
library cell,instances,area share [%]
sky130_fd_sc_hd__clkbuf_2,1,0.39
sky130_fd_sc_hd__ha_1,2,1.9
sky130_fd_sc_hd__clkbuf_1,3,0.87
sky130_fd_sc_hd__o211ai_1,1,0.58
sky130_fd_sc_hd__inv_1,6,1.7
sky130_fd_sc_hd__and2_1,1,0.49
sky130_fd_sc_hd__mux2i_1,1,0.78
sky130_fd_sc_hd__nor4bb_1,1,0.78
sky130_fd_sc_hd__nand4_1,5,2.4
sky130_fd_sc_hd__dfrtp_1,24,47
sky130_fd_sc_hd__nand3_1,10,3.9
sky130_fd_sc_hd__o2111ai_1,2,1.4
sky130_fd_sc_hd__a31o_2,2,1.4
sky130_fd_sc_hd__a2111oi_0,2,1.4
sky130_fd_sc_hd__nor2_2,1,0.49
sky130_fd_sc_hd__and4b_1,1,0.78
sky130_fd_sc_hd__or3_1,2,0.97
sky130_fd_sc_hd__nor3b_1,2,1.2
sky130_fd_sc_hd__nor2_1,10,2.9
sky130_fd_sc_hd__a21oi_1,4,1.6
sky130_fd_sc_hd__xor2_1,1,0.68
sky130_fd_sc_hd__o21a_1,1,0.58
sky130_fd_sc_hd__a31oi_1,1,0.49
sky130_fd_sc_hd__nand2_1,11,3.2
sky130_fd_sc_hd__nor2b_1,1,0.49
sky130_fd_sc_hd__nor3_1,3,1.2
sky130_fd_sc_hd__xnor2_1,16,11
sky130_fd_sc_hd__a211oi_1,1,0.58
sky130_fd_sc_hd__or4_1,2,1.2
sky130_fd_sc_hd__o211a_1,1,0.78
sky130_fd_sc_hd__nor4_2,2,1.9
sky130_fd_sc_hd__nor4b_1,2,1.4
sky130_fd_sc_hd__nor4_1,2,0.97
sky130_fd_sc_hd__o31ai_1,1,0.58
sky130_fd_sc_hd__or2_2,1,0.49
sky130_fd_sc_hd__nand3_4,1,1.4
sky130_fd_sc_hd__o21ai_0,2,0.78
state kept, by name (all words and copies together) (netlist names):
register	count
rLED_Out	1
Count1	23
cells by family (layout without fill, tap and decap cells):
logic type | count (synthesis) | after routing | share of synthesized area (%)
and+or+nand+nor | 58 | 58 | 26.0
DFF | 24 | 24 | 46.6
AOI/OAI and AO/OA | 18 | 18 | 10.0
xor gates and xnor gates | 17 | 17 | 11.6
buffers and inverters | 10 | 12 | 3.01
adders and majority gates | 2 | 2 | 1.94
muxes | 1 | 1 | 0.777
power groups by stage:
stage | clock network, uW | registers [uW] | logic, uW
4_1_cts | 147 | 242 | 6.71
5_1_grt | 159 | 242 | 7.42
6_report | 142 | 242 | 6.09
final timing paths:
check                      slack [ns]                  from                   to
hold / removal                   0.51   Count1[0]$_DFF_PN0_  Count1[0]$_DFF_PN0_
max in group asynchronous        2.87                  RSTn  Count1[7]$_DFF_PN0_
min in group asynchronous        0.89                  RSTn   rLED_Out$_DFF_PN0_
setup reg to reg                 2.19  Count1[21]$_DFF_PN0_  Count1[2]$_DFF_PN0_
setup / recovery                 2.15    rLED_Out$_DFF_PN0_              LED_Out
hold reg to reg                  0.51   Count1[0]$_DFF_PN0_  Count1[0]$_DFF_PN0_
Power is estimated from default activity; no workload was simulated.
